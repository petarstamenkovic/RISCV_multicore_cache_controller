File: /design/flow/constraint.sdc
current_design DataMemory

set clk_period 68.7
set clk_io_pct 0.2

create_clock -name clk0 -period $clk_period [get_ports {clk}]

set non_clock_inputs [all_inputs -no_clocks]
set_input_delay [expr $clk_period * $clk_io_pct] -clock clk0 $non_clock_inputs
set_output_delay [expr $clk_period * $clk_io_pct] -clock clk0 [all_outputs]
File: /design/flow/run.sh
#!/bin/bash
# OpenROAD 26Q1-2900-gdf79404cd8, Yosys 0.63+post, stock flow scripts
make -C /OpenROAD-flow-scripts/flow DESIGN_CONFIG=/design/flow/config.mk WORK_HOME=/design/flow/orfs finish
File: /design/flow/config.mk
export PLATFORM = sky130hd
export DESIGN_NAME = DataMemory
export DESIGN_NICKNAME = DataMemory
export VERILOG_FILES = /design/flow/design.v
export SDC_FILE = /design/flow/constraint.sdc
export NUM_CORES = 4
export LEC_CHECK = 1
export CORE_UTILIZATION = 40
export SYNTH_MEMORY_MAX_BITS = 65536
File: /design/flow/design.v
`timescale 1ns / 1ps
module DataMemory
(   
    input logic clk,
    input logic reset, 
	input logic [ 6:0] opcode_in,
	input logic [31:0] addr, 
	input logic [31:0] data_from_L2, 
    output logic [31:0] data_from_dmem
);
    logic [31:0] memory [1023:0];
	assign data_from_dmem = memory[addr];
	always_ff @(negedge clk) begin
		if(reset) begin
            for (integer i = 0; i < 1024; i = i + 1) begin
                memory[i] <= i+1; 
            end
		end 
		else begin 
			if (opcode_in == 7'b0100011) begin
				memory[{addr[31:2],2'b00}] <= data_from_L2;
			end
		end
	end
endmodule
==> impl_metrics.py <==
# Flow results
metrics = {
    "run_status": {
        "run_status": "finished, violations left",
        "violations": "slew limit",
    },
    "logic_synthesis": {
        "synth_stat.cells": 25300,
        "yosysTopAreaCellShare_pct": 65.4,
        "post_synth_main_area_contributors": "edfxtp_1 65%, and2_1 12%, mux4_2 9.5%",
        "async_flop_share_pct": 0,
        "synth.lib_cells_used.distinct": 77,
        "synth.yosys.chip_area_mm2": 0.376,
        "number_of_synthesized_flops_with_an_enable_pin": 8192,
        "postSynthAreaPerCell_um2": 14.9,
        "total_number_of_yosys_warnings": 1,
        "post_synth_inst_count": 25300,
        "netlist_area_mm2": 0.376,
        "postSynth.topFlopCell": "edfxtp_1",
        "ys_seq_elements": 8192,
        "area_leader_netlist": "edfxtp_1",
        "synth_sequential_area_ratio_pct": 65.4,
    },
    "worst_setup_path": {
        "critPathCaptureType": "output port",
        "required_time_of_the_critical_path_ns": 54.96,
        "setup.worst_path.class": "reg2out",
        "cp-start-kind": "register",
        "timing.critical_path.cells": "mux4_2 -> mux2i_1 -> o22ai_1 -> or3_1 -> o211ai_1 -> nand4_1 -> clkdlybuf4s50_1",
        "worstPathArrival_ns": 40.19,
        "cp_max_fo": 2,
        "worst_path_largest_cell_delay_ns": 0.98,
        "critPathSlowestCell": "nand4_1",
    },
    "placed_design": {
        "io_buffers": 82,
        "dp.final_hpwl_um": 835000,
        "gp_routability_congestion": 0.976,
        "placement.cell_area_mm2": 0.394,
    },
    "finish": {
        "non_filler_cell_area_final_mm2": 0.454,
        "n_fill_cell": 77500,
        "sequential_cell_area_mm2": 0.246,
        "finalCoreUtilization_pct": 48.5,
        "top_regs": "memory (8192)",
        "largest_register_by_flop_count": "memory",
        "multi_input_comb_area_mm2": 0.120,
        "area_delta_synth_final_pct": 20.8,
        "drive_gt1_share_pct": 15.0,
        "largest_register_ffs": 8192,
    },
    "sta": {
        "holdWs_ns": 28.82,
        "rsz0062_at_grt": "false",
        "worst-slew-pin-transition_ns": 1.49,
        "maxSlewHeadroom_pct": -0.127,
        "setup_total_negative_slack_ns": 0,
        "final_tally_of_setup_violations": 0,
        "slew_viol_final": 1,
        "hold_violations": 0,
    },
    "clock_network": {
        "cts_resized": 0,
        "tritoncts": "built",
        "clock-sinks": 8192,
        "clockBufferDepth": 4,
        "ctsHoldBuffers": 0,
        "post_cts.repair.setup_buffers": 0,
        "ctsHtreeMaxLevel": 6,
        "cts.clk_slew.worst_paths_ns": 0.04,
        "cts_buffers": 886,
        "clock-root-buffer": "clkbuf_16",
    },
    "global_routing": {
        "number_of_global_route_vias_before_repair": 281000,
        "grt_antenna_before_repair": 148,
        "track_usage_pct": 32.1,
        "grt_max_degree": 73,
        "grt.overflow.total": 0,
        "grt_pass1_wl_um": 1950000,
    },
    "pwr": {
        "vdd_ir_drop_max_mv": 0.0344,
        "report.power.total_uw": 13400,
        "lkg_pwr_uw": 0.189,
        "power-per-cell-area_mw_per_mm2": 29.6,
    },
    "detailed_routing": {
        "dr_total_vias": 255000,
        "remaining_drc_errors": 0,
        "ant_nets": 0,
        "detailedRoute.firstIterationViolations": 18900,
        "totalWireLength_um": 1400000,
        "drt-pass1-iter-count": 9,
        "vias_per_cell": 5.48,
        "wl_per_cell_um": 30.0,
    },
    "hold_path": {
        "min_from": "addr[9]",
        "hold_path_class": "in2out",
        "hold_end": "data_from_dmem[31]",
        "worstHoldPathCells": 6,
    },
    "floorplan": {
        "row_count": 355,
        "core_util_floorplan_pct": 40.2,
        "die.size.y_um": 972,
        "core_area_mm2": 0.935,
        "die_width_um": 972,
        "die-area_mm2": 0.944,
        "pin_count": 105,
    },
    "run": {
        "max_cap_viol_count": 0,
        "log.warning_count": 1050,
    },
}
==> cell usage after synthesis, types with 37 or more instances <==
master     number
nor2b_1       126
buf_1          90
mux4_2       1586
a211oi_1       37
a221oi_1      114
clkbuf_1     2135
o21ai_0       325
nand2_1       364
nand3_1        64
or3_1        1295
a31oi_1        54
a2111oi_0      39
edfxtp_1     8192
buf_2         370
o211ai_1       41
a21oi_1       417
buf_4         137
a22oi_1       177
and2_1       6921
o22ai_1       452
nor3_1        116
mux2i_1      1135
mux2_2         75
or2_2         260
nor2_1        414
==> critical path, delay by kind of cell, from the launching register on <==
family | cells | cell delay (ns)
buffers and inverters | 1 | 0.71
multiplexers | 2 | 0.94
AND/OR/NAND/NOR | 2 | 1.72
AND-OR/OR-AND | 2 | 0.93
flip-flops | 1 | 0.36
==> routing by layer <==
layer	wire length (um)	global-route usage, %	up-vias
li1	-	-	110000
met4	95400	20.6	230
met1	419000	32.2	124000
met2	601000	41.7	18200
met5	9940	9.22	-
met3	275000	29.7	3424
==> cell usage in the layout, fill, tap and decap left out, types with 42 or more instances in the layout <==
master and instances:
edfxtp_1 8192, o22ai_1 452, mux4_2 1586, nor2_2 248, or2_2 257, inv_1 8467
clkinvlp_2 229, bufinv_16 98, buf_4 1429, or3_1 1295, mux2i_1 1135, a21oi_1 416
clkbuf_16 889, nor2b_1 122, clkinv_16 42, a31oi_1 53, nor2_1 151, a221oi_1 113
nand2_1 342, mux2_2 75, nand3_1 62, diode_2 240, a22oi_1 177, o21ai_0 295
nor3_1 98, and2_1 6920
==> through the flow <==
stage               std cells  setup slack, ns
global placement        36600            14.72
CTS                     46300            14.93
floorplan               25300            18.03
detailed placement      36600            14.78
global route            46500            14.77
finish                  46600            14.77
==> power by group <==
| group | switching, uW | internal [uW] |
|---|---|---|
| registers | 59.1 | 5780 |
| logic | 669 | 285 |
| clock network | 3280 | 3350 |
==> worst max-delay path by stage <==
stage | startpoint | end | slack, ns | cells past startpoint
finish | memory[348][15] | data_from_dmem[15] | 14.77 | 7
global route | memory[364][15] | data_from_dmem[15] | 14.77 | 7
CTS | memory[364][15] | data_from_dmem[15] | 14.93 | 7
==> logic make-up after synthesis <==
kind of cell,share of synthesized area (%)
buf+inv,3.10
mux,12.7
flops,65.4
compound gates,3.17
simple gates,15.6
==> layout make-up <==
cell class | instances | area share (%)
timing repair buffer | 1538 | 2.71
tap | 12500 | 3.44
clock inverter | 8881 | 8.28
clock buffer | 889 | 4.90
sequential | 8192 | 54.2
antenna | 240 | 0.132
inverter | 7 | 0.0160
multi-input combinational | 14300 | 26.3
Power and IR drop assume default switching activity.
