File: design/flow/design.v
`timescale 1ns / 1ps
module bus_controller
(
    input logic clk,
    input logic reset,
    output logic grant_core1,
    output logic grant_core2,
    input logic [31:0] bus_data_in1, 
    input logic [31:0] bus_address_in1,
    input logic [ 1:0] bus_operation_in1,
    input logic [31:0] bus_data_in2, 
    input logic [31:0] bus_address_in2,
    input logic [ 1:0] bus_operation_in2,
    output logic [31:0] bus_data_out1,
    output logic [31:0] bus_address_out1,
    output logic [ 1:0] bus_operation_out1, 
    output logic [31:0] bus_data_out2,
    output logic [31:0] bus_address_out2,
    output logic [ 1:0] bus_operation_out2,
    input  logic [23:0] tag_to_L2_in,
    input  logic [31:0] data_from_L2,
    input  logic [31:0] data_to_L2_input, 
    output logic [31:0] data_to_L2_out,
    output logic [23:0] tag_to_L2_out,
    output logic [31:0] address_to_L2,
    input logic cache_hit_in1,
    input logic cache_hit_in2,
    output logic [1:0] cache_hit_out1,
    output logic [1:0] cache_hit_out2,  
    input logic [1:0] cache_hit_L2,
    input logic req_core1,    
    input logic req_core2,
    input logic stall_core1,
    input logic stall_core2,
    input logic flush_in1,
    input logic flush_in2,
    output logic flush_out,
    input logic  [6:0] opcode_in1, 
    input logic  [6:0] opcode_in2,
    output logic [6:0] opcode_out
);
    logic grant_core_toggle, grant_core_toggle_next;
    always_ff @(posedge clk) begin
        if (reset) begin
            grant_core_toggle <= 1'b0;
        end else begin
            grant_core_toggle <= grant_core_toggle_next;
        end
    end
    always_comb begin
        grant_core1 = 1'b1;
        grant_core2 = 1'b1;
        grant_core_toggle_next = grant_core_toggle;
        if (req_core1 && req_core2) begin      
            if (grant_core_toggle) begin
                grant_core1 = 1'b0;
                grant_core2 = 1'b1;
                if(stall_core2 == 0) begin 
                    grant_core_toggle_next = ~grant_core_toggle;
                end    
            end else begin
                grant_core1 = 1'b1;
                grant_core2 = 1'b0;
                if(stall_core1 == 0) begin 
                    grant_core_toggle_next = ~grant_core_toggle;
                end
            end
        end
        else begin
            grant_core1 = 1'b1;
            grant_core2 = 1'b1;
        end
    end
    always_comb begin
        bus_data_out1      = 'b0;
        bus_address_out1   = 'b0;
        bus_operation_out1 = 2'b11;
        bus_data_out2       = 'b0;
        bus_address_out2    = 'b0;
        bus_operation_out2  = 2'b11;
        cache_hit_out1 = 2'b11;
        cache_hit_out2 = 2'b11;
        opcode_out     = 'b0;
        address_to_L2  = 'b0;
        if(req_core1 && grant_core1) begin
            bus_operation_out2    = bus_operation_in1;
            bus_address_out2      = bus_address_in1;
            address_to_L2         = bus_address_in1;
            opcode_out            = opcode_in1; 
            if(bus_operation_in1 != 2'b11) begin
                if(cache_hit_in2) begin
                    bus_data_out1 = bus_data_in2;  
                    cache_hit_out1 = 2'b01;          
                end 
                else if(cache_hit_L2 == 2'b10 && !cache_hit_in2) begin
                    bus_data_out1 = data_from_L2;
                    cache_hit_out1 = 2'b10;          
                end
                else begin
                    bus_data_out1 = 'b0;               
                end
            end
        end 
        if (req_core2  && grant_core2) begin
            bus_operation_out1    = bus_operation_in2;
            bus_address_out1      = bus_address_in2;
            address_to_L2         = bus_address_in2;
            opcode_out            = opcode_in2; 
            if(bus_operation_in2 != 2'b11) begin
                if(cache_hit_in1) begin
                    bus_data_out2 = bus_data_in1;
                    cache_hit_out2 = 2'b01;          
                end 
                else if(cache_hit_L2 == 2'b10 && !cache_hit_in1) begin
                    bus_data_out2 = data_from_L2;
                    cache_hit_out2 = 2'b10;          
                end
                else begin
                    bus_data_out2 = 'b0;                
                end
            end
        end
    end
    always_comb begin
        flush_out = 1'b0;
        data_to_L2_out = 'b0;
        tag_to_L2_out = 'b0;
        if(flush_in1 || flush_in2) begin
            flush_out = 1'b1;
            data_to_L2_out = data_to_L2_input;
            tag_to_L2_out  = tag_to_L2_in;
        end
    end
endmodule
File: design/flow/run.sh
#!/bin/bash
# OpenROAD 26Q1-2900-gdf79404cd8, Yosys 0.63+post, stock flow scripts
make -C /OpenROAD-flow-scripts/flow DESIGN_CONFIG=/design/flow/config.mk WORK_HOME=/design/flow/orfs finish
File: design/flow/config.mk
export PLATFORM = sky130hd
export DESIGN_NAME = bus_controller
export DESIGN_NICKNAME = bus_controller
export VERILOG_FILES = /design/flow/design.v
export SDC_FILE = /design/flow/constraint.sdc
export NUM_CORES = 4
export LEC_CHECK = 1
export CORE_AREA = 10 10 190 190
export DIE_AREA = 0 0 200 200
File: design/flow/constraint.sdc
current_design bus_controller

set clk_period 16.0
set clk_io_pct 0.2

create_clock -name clk0 -period $clk_period [get_ports {clk}]

set non_clock_inputs [all_inputs -no_clocks]
set_input_delay [expr $clk_period * $clk_io_pct] -clock clk0 $non_clock_inputs
set_output_delay [expr $clk_period * $clk_io_pct] -clock clk0 [all_outputs]
==> results.txt <==
Purpose: to document the outcome of synthesis and place and route.

Power
The maximum vdd drop is 10.68 uV. The report lists the power per cell area as 24.90 nW/um2. The total power is 210.3 uW.

The standby leakage power is 2.796 nW.

Finish
The largest registers in the layout are grant_core_toggle (1). The layout filler cell count is 3419. The fraction of final layout cells with drive strength greater than 1 is under 10%. The flow measured a signed area growth from synthesis to layout of 151.4%. The top register by number of flip-flops is grant_core_toggle. The layout report lists the combined flip-flop and latch area as ~20 um2.

The number of flip-flops in the largest register is 1. After the flow finishes, the layout carries non-filler instances totaling 1305. The area used by multi-input combinational logic is around 3000 um2.

Place
In this run, placement finished with an instance count of 1305. The weighted congestion at the end of routability-driven global placement is 0.9135. The detailed placement HPWL is between 20000 and 25000 um. In this run the tool buffered the top-level ports with about 480 buffer cells.

Global route
The total overflow reported by the global router is 0. The first global-routing pass estimated 36250 um of wire. The via count of the first global-routing pass is around 5200.

The number of antenna violations at the first check in global routing was 2. Entering global routing, the biggest net connects 73 pins. Overall routing resource usage recorded by global route was 11.95%.

Synth
Each instance of the synthesized netlist takes up on average approximately 7.4 um2. Once synthesis finished, the tally of register bits stood at 1. The number of warnings printed during yosys synthesis is 1. After synthesis the cells add up to 3359 um2.

The count of different cell masters after synthesis is 29. The share of the synthesized area in the top cell type is a little over a fifth. Per Yosys stat, the portion of area used by sequential elements is 0.5959%. The yosys stat cell total is about 450. The cell type that accounts for the most area after synthesis is sky130_fd_sc_hd__nand4bb_1. By area the synthesized netlist is led by sky130_fd_sc_hd__nand4bb_1, sky130_fd_sc_hd__a2111oi_2, sky130_fd_sc_hd__a32o_1. The number of standard cells after synthesis is 453. The chip area line of the yosys report is 3359 um2.

Detailed routing
The post-detailed-route count of antenna-violating nets is 0. The routed design has ~27000 um of wire. The final routed DRC violation total is 0. The first routing iteration left between 200 and 300 violations. The routed layout has approximately 5300 vias. The total iterations of the first detailed-routing run is 5. The routed design ends up with an antenna cell count of 0. The average routed wire per standard cell is 20.61 um.

Using the TritonRoute via totals, the vias-per-cell ratio works out to 4.052.

Final timing
The share of the clock period used by the worst path is 54.99%. Hold timing on the final database bottoms out at a slack of 621.6 ps. Across the routed clock network, the largest skew measured is 0 ps.

The hold violation count in the final report is 0. At the pin with the least slew margin, the transition time is roughly 720 ps. The final timing report counts setup violations totalling 0.

The highest attainable clock frequency is 0.1137 GHz. Setup repair after global routing left no endpoint under its margin. The tightest slew margin relative to the limit is roughly 52%. The number of max-slew violations in the final report is 0.

The post-layout minimum cycle time is 8798 ps. After routing, the total negative slack on setup checks comes to 0 ps.

Floorplan
The boundary pin count is 480. The floorplan core area is ~32000 um2. The starting density of the core is 10.56%.

The vertical die dimension is 200 um. The chip area is about 40000 um2. According to the floorplan log, the row count is 65. According to the floorplan report, the die width is 200 um.

Critical path
The launching element type of the critical path is an input pin. STA classifies the critical path endpoint as an output port. The data arrival at the endpoint of the critical path is 5600 ps.

At the worst endpoint, the required time is between 10000 and 15000 ps. The peak fanout along the critical path is 64. The category of the critical setup timing path is input pin to output port.

CTS
The number of setup buffers added after CTS is 0. The clock reaches the later pin of the worst-skew pair after 0 ps. The number of resized instances in the post-cts repair step is 0. For reference, the clock transition at the flip-flops on the worst setup and hold paths is 0 ps. The report puts the hold buffer count at CTS at 0.

Run
The run reported a max-capacitance violation count of 0. The tool warning count for the run is 28.

Hold path
The path class of the tightest hold or removal check is flop to flop.

Outcome
The flow ran to the end, and the final reports show no timing, DRC or antenna violations.
## placed cells by master, fill, tap and decap left out, types with 3 or more instances in the layout
cell / count
sky130_fd_sc_hd__clkdlybuf4s50_1: 474
sky130_fd_sc_hd__buf_4: 13
sky130_fd_sc_hd__nor2b_1: 43
sky130_fd_sc_hd__nand2b_1: 3
sky130_fd_sc_hd__nand2_1: 65
sky130_fd_sc_hd__a32o_1: 39
sky130_fd_sc_hd__and2_1: 33
sky130_fd_sc_hd__buf_2: 5
sky130_fd_sc_hd__nand4bb_1: 64
sky130_fd_sc_hd__and2b_1: 13
sky130_fd_sc_hd__a211oi_1: 33
sky130_fd_sc_hd__a2111oi_2: 30
sky130_fd_sc_hd__and3_1: 32
## synthesized netlist by cell type (all sizes together)
| library cell | count |
|---|---|
| nand2b | 4 |
| and2 | 34 |
| clkbuf | 46 |
| nor2b | 44 |
| a2111oi | 32 |
| a211oi | 33 |
| buf | 29 |
| dfxtp | 1 |
| nand3 | 2 |
| and3 | 32 |
| a21bo | 1 |
| nor2 | 1 |
| nand3b | 2 |
| nand2 | 65 |
| nand4bb | 64 |
| nand4 | 2 |
| a21boi | 1 |
| a32o | 39 |
| inv | 3 |
| and2b | 13 |
| or4 | 1 |
| and4b | 1 |
| or3 | 2 |
| nor3b | 1 |
## per-layer routing
layer | global-route usage (%) | routed length (um) | up-vias
met5 | 0 | 23 | -
met4 | 0.8974 | 268 | 4
met3 | 3.460 | 2253 | 22
met1 | 15.43 | 10570 | 2447
li1 | - | - | 2594
met2 | 20.10 | 13780 | 221
## worst max-delay path, cell delays in order
cell	delay (ps)
sky130_fd_sc_hd__clkdlybuf4s50_1	610
sky130_fd_sc_hd__a21boi_4	370
sky130_fd_sc_hd__buf_4	550
sky130_fd_sc_hd__a32o_1	300
sky130_fd_sc_hd__clkdlybuf4s50_1	510
## where the power goes
part	switching [mW]	internal, mW
combinational	0.0710	0.136
clock	0	0
sequential	0.000355	0.00268
total	0.0714	0.139
## cells by family after synthesis
group	count (synthesis)	share of synthesized area [%]
AOI/OAI and AO/OA	106	33.45
buffers and inverters	78	10.76
DFF	1	0.5959
and+or+nand+nor	268	55.19
## stage by stage
step	util, %	area, um2	setup WS (ps)
CTS	26.56	8446	7226
global placement	26.56	8446	7277
floorplan	-	3359	8744
global route	26.56	8446	7107
detailed placement	26.56	8446	7233
finish	26.56	8446	7202
## cell type report
type / count / area share (%)
multi-input combinational: 374 / 35.56
inverter: 3 / 0.1333
sequential: 1 / 0.2370
tap: 435 / 6.444
timing repair buffer: 492 / 57.63
## path summary, 6_finish.rpt
check / startpoint / endpoint / slack, ps / depth (start not counted)
hold reg to reg: grant_core_toggle / grant_core_toggle / 620 / 2
setup / recovery: req_core1 / address_to_L2[30] / 7200 / 5
setup reg to reg: grant_core_toggle / grant_core_toggle / 15100 / 2
hold / removal: grant_core_toggle / grant_core_toggle / 620 / 2
No activity file was given, so power comes from the tool's default toggle rates.
